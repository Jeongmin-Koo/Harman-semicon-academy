==> ./design.v <==
`timescale 1ns / 1ps
module Retinex (
    input               aclk,
    input               aresetn,
    input        [23:0] s_axis_tdata,
    input               s_axis_tlast,
    input               s_axis_tuser,
    input               s_axis_tvalid,
    input               s_axis_tready,
    output logic [23:0] m_axis_tdata,
    output logic        m_axis_tlast,
    output logic        m_axis_tuser,
    output logic        m_axis_tvalid,
    output logic        m_axis_tready
);
    logic axis_handshake = s_axis_tvalid && s_axis_tready;
    assign s_axis_tready = m_axis_tready;
    logic [7:0] R, G, B, ln;
    assign R = s_axis_tdata[23:16];
    assign G = s_axis_tdata[15:8];
    assign B = s_axis_tdata[7:0];
    always_comb begin
        if (R >= G && R >= B) ln = R;
        else if (G >= R && G >= B) ln = G;
        else ln = B;
    end
    logic window_valid;
    logic w_w00, w_w01, w_w02;
    logic w_w10, w_w11, w_w12;
    logic w_w20, w_w21, w_w22;
    Window3x3 U_WINDOW3x3 (
        .clk(aclk),
        .rstn(aresetn),
        .pixel_valid(axis_handshake),
        .pixel_in(ln),
        .window_valid(window_valid),
        .w00(w_w00),
        .w01(w_w01),
        .w02(w_w02),
        .w10(w_w10),
        .w11(w_w11),
        .w12(w_w12),
        .w20(w_w20),
        .w21(w_w21),
        .w22(w_w22)
    );
    Gaussian3x3 U_GAUSSIAN_3x3(
        .clk,
        .rstn,
        .valid_in,
        .w00,
        .w01,
        .w02,
        .w10,
        .w11,
        .w12,
        .w20,
        .w21,
        .w22,
        .valid_out,
        .pixel_out
);
    always @(posedge aclk) begin
        if (!aresetn) begin
            m_axis_tdata  <= 0;
            m_axis_tvalid <= 0;
            m_axis_tlast  <= 0;
            m_axis_tuser  <= 0;
        end else begin
            if (axis_handshake) begin
                m_axis_tlast  <= s_axis_tlast;
                m_axis_tuser  <= s_axis_tuser;
                m_axis_tvalid <= 1;
            end else if (m_axis_tready && m_axis_tvalid) begin
                m_axis_tvalid <= 0;
            end
        end
    end
endmodule
module Window3x3 #(
    parameter DATA_WIDTH = 8,
    parameter IMG_WIDTH  = 1920
) (
    input                         clk,
    input                         rstn,
    input                         pixel_valid,
    input        [DATA_WIDTH-1:0] pixel_in,
    output logic                  window_valid,
    output logic [DATA_WIDTH-1:0] w00,
    output logic                  w01,
    output logic                  w02,
    output logic                  w10,
    output logic                  w11,
    output logic                  w12,
    output logic                  w20,
    output logic                  w21,
    output logic                  w22
);
    logic [DATA_WIDTH-1:0] linebuf1[0:IMG_WIDTH-1];
    logic [DATA_WIDTH-1:0] linebuf2[0:IMG_WIDTH-1];
    logic [$clog2(IMG_WIDTH)-1:0] hcnt;
    always_ff @(posedge clk) begin
        if (!rstn) hcnt <= 0;
        else if (pixel_valid) hcnt <= (hcnt == IMG_WIDTH - 1) ? 0 : hcnt + 1;
    end
    logic [DATA_WIDTH-1:0] shreg1[0:2];   
    logic [DATA_WIDTH-1:0] shreg2[0:2];   
    logic [DATA_WIDTH-1:0] shreg3[0:2];   
    integer i;
    always_ff @(posedge clk) begin
        if (!rstn) begin
            for (i = 0; i < 3; i++) begin
                shreg1[i] <= 0;
                shreg2[i] <= 0;
                shreg3[i] <= 0;
            end
        end else if (pixel_valid) begin
            shreg1[0] <= shreg1[1];
            shreg1[1] <= shreg1[2];
            shreg1[2] <= pixel_in;
            shreg2[0] <= shreg2[1];
            shreg2[1] <= shreg2[2];
            shreg2[2] <= linebuf1[hcnt];
            shreg3[0] <= shreg3[1];
            shreg3[1] <= shreg3[2];
            shreg3[2] <= linebuf2[hcnt];
            linebuf2[hcnt] <= linebuf1[hcnt];
            linebuf1[hcnt] <= pixel_in;
        end
    end
    assign {w00, w01, w02} = {shreg3[0], shreg3[1], shreg3[2]};
    assign {w10, w11, w12} = {shreg2[0], shreg2[1], shreg2[2]};
    assign {w20, w21, w22} = {shreg1[0], shreg1[1], shreg1[2]};
    logic [11:0] warmup;
    always_ff @(posedge clk) begin
        if (!rstn) warmup <= 0;
        else if (pixel_valid && !window_valid) warmup <= warmup + 1;
    end
    assign window_valid = (warmup > (IMG_WIDTH * 2 + 2));
endmodule
module Gaussian3x3 #(
    parameter DATA_WIDTH = 8
) (
    input  logic                  clk,
    input  logic                  rstn,
    input  logic                  valid_in,
    input  logic [DATA_WIDTH-1:0] w00,
    input  logic [DATA_WIDTH-1:0] w01,
    input  logic [DATA_WIDTH-1:0] w02,
    input  logic [DATA_WIDTH-1:0] w10,
    input  logic [DATA_WIDTH-1:0] w11,
    input  logic [DATA_WIDTH-1:0] w12,
    input  logic [DATA_WIDTH-1:0] w20,
    input  logic [DATA_WIDTH-1:0] w21,
    input  logic [DATA_WIDTH-1:0] w22,
    output logic                  valid_out,
    output logic [DATA_WIDTH-1:0] pixel_out
);
    logic [15:0] conv_sum;
    always_comb begin
        conv_sum =     w00 + (w01 << 1) + w02
                    + (w10 << 1) + (w11 << 2) + (w12 << 1)
                    + w20 + (w21 << 1) + w22;
    end
    always_ff @(posedge clk) begin
        if (!rstn) begin
            pixel_out <= 0;
            valid_out <= 0;
        end else begin
            if (valid_in) begin
                pixel_out <= conv_sum[11:4];
                valid_out <= 1;
            end else begin
                valid_out <= 0;
            end
        end
    end
endmodule
==> ./run.sh <==
#!/bin/bash
# OpenROAD 26Q1-2900-gdf79404cd8, Yosys 0.63+post, stock flow scripts
make -C /OpenROAD-flow-scripts/flow DESIGN_CONFIG=/design/flow/config.mk WORK_HOME=/design/flow/orfs finish
==> ./config.mk <==
export PLATFORM = sky130hd
export DESIGN_NAME = Retinex
export DESIGN_NICKNAME = Retinex
export VERILOG_FILES = /design/flow/design.v
export SDC_FILE = /design/flow/constraint.sdc
export NUM_CORES = 4
export LEC_CHECK = 1
export CORE_AREA = 10 10 70 70
export DIE_AREA = 0 0 80 80
==> ./constraint.sdc <==
current_design Retinex

set clk_period 1.0
set clk_io_pct 0.2

create_clock -name clk0 -period $clk_period [get_ports {aclk}]

set non_clock_inputs [all_inputs -no_clocks]
set_input_delay [expr $clk_period * $clk_io_pct] -clock clk0 $non_clock_inputs
set_output_delay [expr $clk_period * $clk_io_pct] -clock clk0 [all_outputs]
==> impl_report.txt <==
==== FLOW RESULTS ====
----------------------------------------------------
[GRT]
  Global-route wire length before repair ........................ 1021 um
  Largest net degree at the start of global routing ........................ 6
  Total congestion overflow after global routing ........................ 0
  Vias in the first global route ........................ 245
  Antenna violations before repair ........................ 0
  GRT Total Usage ........................ 0.01852

[Synth]
  Synthesis warning total ........................ 31
  Post-synth seq share ........................ 0.1975
  Cell accounting for the most synthesized area ........................ sky130_fd_sc_hd__buf_4
  Total cells reported by yosys after synthesis ........................ 38
  Synth flops ........................ 3
  Share of async-settable or async-resettable flops after synthesis ........................ 0
  Post-synthesis chip area from yosys ........................ 304.0 sq um
  Syn Area/Cell ........................ 8.001 sq um
  Dominant flop cell ........................ sky130_fd_sc_hd__dfxtp_1
  Cells after Synth ........................ 38
  Share of the synthesized area in the top cell type ........................ 0.6173
  Main area contributors after synthesis ........................ sky130_fd_sc_hd__buf_4 62%, sky130_fd_sc_hd__dfxtp_1 20%, sky130_fd_sc_hd__nand4_1 4.1%, sky130_fd_sc_hd__o21ai_0 3.3%, sky130_fd_sc_hd__and2_4 2.9%
  EDFF count, synth ........................ 0
  Syn Std Cell Area ........................ 304.0 sq um
  Top cells by count ........................ 25 x sky130_fd_sc_hd__buf_4, 3 x sky130_fd_sc_hd__dfxtp_1, 2 x sky130_fd_sc_hd__nand2_1, 2 x sky130_fd_sc_hd__nand4_1, 2 x sky130_fd_sc_hd__o21ai_0
  Synth top cell by count ........................ sky130_fd_sc_hd__buf_4
  Cell Type Count ........................ 9

[Clock network]
  Number of buffers inserted during clock tree synthesis ........................ 3
  Number of clock sinks ........................ 3
  CTS HTree Levels ........................ 1
  CTS max path bufs ........................ 2
  Total of hold buffers inserted after clock tree synthesis ........................ 0
  Clk slew on worst S/H paths ........................ 40 ps
  CTS Root Cell ........................ sky130_fd_sc_hd__clkbuf_4
  Clk Latency, worst-skew pair ........................ 230 ps
  Cts repair resizes ........................ 10
  Clock tree from TritonCTS ........................ done
  Buffers inserted by post-CTS timing repair ........................ 0

[Routing]
  Routed wire per std cell ........................ 7.330 um
  Via/cell ratio ........................ 2.072
  Via Count ........................ 201
  Wire length on met2 ........................ 265 um
  First-pass DRT Iterations ........................ 2
  Antenna viol nets, final ........................ 0
  Met3 wire length ........................ 110 um
  Initial detailed-routing violation count ........................ 2
  Met1 layer wirelength in the final routing ........................ 301 um
  DRC violations left ........................ 0
  Diodes inserted ........................ 0
  Max Used Layer ........................ met4
  Total wirelength of the detailed-routed design ........................ 711 um

[Setup path]
  Critical Path End Type ........................ output pin
  Worst Path Buf+Inv ........................ 1
  Crit path DAT ........................ 760 ps
  Cell breakdown of the critical path ........................ dlygate4sd2_1
  Crit path largest cell delay ........................ 300 ps
  Dominant delay contributor by cell family on the critical path ........................ flip-flops
  Highest net fanout along the worst path ........................ 2
  Slowest cell on the critical path ........................ sky130_fd_sc_hd__dfxtp_2
  Critical path type ........................ flop to output pin
  Nature of the critical path startpoint ........................ flop
  Required time of the critical path ........................ 800 ps

[Timing]
  Top achievable clock speed ........................ 1.037 GHz
  Crit path setup slack, layout ........................ 35.69 ps
  Post-layout period usage of the worst path ........................ 0.9643
  Fin Clk Skew ........................ 0 ps
  Final setup violating endpoints ........................ 0
  Worst Hold Slack ........................ 452.7 ps
  Final Critical Period ........................ 964.3 ps
  Final tally of max-slew violations ........................ 0
  Number of failing hold endpoints at the final stage ........................ 0
  RSZ-0062 raised after global routing ........................ no

[Run]
  Stage-log warning count ........................ 49
  Max Cap Viol ........................ 0

[Place]
  Final weighted congestion in routability-driven placement ........................ 0.7211
  Post-DP HPWL ........................ 621.2 um
  Quantity of I/O buffers inserted on ports ........................ 9
  Worst-case setup slack after placement ........................ -339.2 ps

[Die]
  I/O pin count ........................ 58
  Initial Util ........................ 0.08901
  Die height ........................ 80 um
  Total die area ........................ 6400 sq um
  Width of the die ........................ 80 um
  Placeable core region ........................ 3416 sq um
  # rows ........................ 21

[Final layout]
  Area overhead of the layout relative to synthesis ........................ 29.63%
  Fraction of final layout cells sized beyond drive strength 1 ........................ 0.1961

[Status]
  Status ........................ complete, no violations

[Hold path]
  Hold WC Path Type ........................ input pin to flop

[Power]
  Power per standard cell area ........................ 1002 nW/um^2
  Worst vdd ir ........................ 0.1779 mV
  Static Leak ........................ 0.1860 nW
  Total power ........................ 0.3948 mW

----------------------------------------------------
registers in the layout (all words and copies together), names as in the netlist:
signal         count
m_axis_tlast       1
m_axis_tuser       1
m_axis_tvalid      1
cells by family (layout without fill, tap and decap cells):
group | Yosys count | after routing | share of synthesized area
AOI/OAI and AO/OA | 3 | 3 | 0.05762
buffers and inverters | 25 | 15 | 0.6173
DFF | 3 | 3 | 0.1975
other | 1 | 24 | 0.01233
and+or+nand+nor | 6 | 6 | 0.1152
cells in the final DEF, fill, tap and decap left out, drive strengths merged:
cell           count
conb              24
clkdlybuf4s50      4
clkbuf             4
dfxtp              3
clkdlybuf4s15      3
nand2              2
nand4              2
o21ai              2
dlygate4sd2        2
buf                2
and2               1
nor2b              1
o21a               1
worst paths after layout:
kind,depth (start not counted),to,from,slack (ps)
worst max-delay path,1,m_axis_tlast,m_axis_tlast$_SDFFE_PN0P_,40
worst min-delay path,4,m_axis_tuser$_SDFFE_PN0P_,s_axis_tready,450
worst max register to register,2,m_axis_tvalid$_SDFFE_PN0P_,m_axis_tvalid$_SDFFE_PN0P_,310
worst min register to register,2,m_axis_tlast$_SDFFE_PN0P_,m_axis_tlast$_SDFFE_PN0P_,460
layer usage:
| layer | track usage | vias up |
|---|---|---|
| li1 | - | 96 |
| met1 | 0.02060 | 77 |
| met2 | 0.02488 | 24 |
| met3 | 0.01136 | 4 |
| met4 | 0.01408 | 0 |
| met5 | 0 | - |
final cells by class:
class	count	area, sq um
timing repair buffer	11	103.9
multi-input combinational	33	142.6
sequential	3	63.81
clock buffer	4	26.28
fill	406	3022
tap	46	57.56
stage by stage:
| stage | TNS [ps] | std cells | util | instance area [sq um] |
|---|---|---|---|---|
| after floorplan | 0 | 61 | - | 390.4 |
| after global placement | -805.0 | 93 | 0.1070 | 365.4 |
| after detailed placement | -824.7 | 93 | 0.1070 | 365.4 |
| after CTS | 0 | 97 | 0.1147 | 391.6 |
| after global routing | 0 | 97 | 0.1154 | 394.1 |
| final | 0 | 97 | 0.1154 | 394.1 |
where the power goes:
part	internal, mW	switching (mW)	leakage [nW]
Clock	0.149	0.0598	0.0150
Combinational	0.0363	0.0192	0.145
Sequential	0.128	0.00252	0.0258
Total	0.313	0.0815	0.186
No activity file was given, so power comes from the tool's default toggle rates.
