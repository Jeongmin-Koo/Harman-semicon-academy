[config.mk]
export PLATFORM = sky130hd
export DESIGN_NAME = linearstrech
export DESIGN_NICKNAME = linearstrech
export VERILOG_FILES = /design/flow/design.v
export SDC_FILE = /design/flow/constraint.sdc
export NUM_CORES = 4
export LEC_CHECK = 1
export CORE_UTILIZATION = 50
[constraint.sdc]
current_design linearstrech

set clk_period 21.0
set clk_io_pct 0.2

create_clock -name clk0 -period $clk_period [get_ports {aclk}]

set non_clock_inputs [all_inputs -no_clocks]
set_input_delay [expr $clk_period * $clk_io_pct] -clock clk0 $non_clock_inputs
set_output_delay [expr $clk_period * $clk_io_pct] -clock clk0 [all_outputs]
[design.v]
module linearstrech (
    input               aclk,
    input               aresetn,
    input        [23:0] s_axis_tdata,
    input               s_axis_tlast,
    input               s_axis_tuser,
    input               s_axis_tvalid,
    output              s_axis_tready,
    output logic [23:0] m_axis_tdata,
    output logic        m_axis_tlast,
    output logic        m_axis_tuser,
    output logic        m_axis_tvalid,
    input  logic        m_axis_tready,
    input  logic        sw
);
    logic axis_handshake = s_axis_tvalid && s_axis_tready;
    assign s_axis_tready = m_axis_tready;
    wire [7:0] in_r = s_axis_tdata[23:16];
    wire [7:0] in_g = s_axis_tdata[15:8];
    wire [7:0] in_b = s_axis_tdata[7:0];
    reg [7:0] prev_min, prev_max;
    reg [7:0] curr_min, curr_max;
    reg first_frame_done;
    reg [39:0] luminance_sum;
    reg [31:0] pixel_count;
    reg [7:0]  avg_luma;
    reg [7:0]  adaptive_offset, target_offset;
    logic [15:0] factor, scaled, scaled_boost;
    parameter integer BASE_OFFSET = 8'd10;
    parameter integer MAX_OFFSET  = 8'd60;
    reg [15:0] inv_lut [0:255];
    initial begin : INIT_LUT
        integer i;
        for (i=1; i<256; i=i+1)
            inv_lut[i] = (16'd255 << 8) / i;
        inv_lut[0] = 16'hFFFF;
    end
    function automatic [7:0] apply_gain;
        input [7:0] val;
        input [7:0] minv;
        input [7:0] maxv;
        input [7:0] offset;
        reg [15:0] denom;
        reg [23:0] diff;
        reg [23:0] scaled_pix;
        reg [9:0] lifted;
        begin
            if (maxv == minv) begin
                apply_gain = val;
            end else begin
                denom  = maxv - minv;
                diff   = (val > minv) ? (val - minv) : 0;
                scaled_pix = (diff * inv_lut[denom]) >> 8;
                lifted = scaled_pix + offset;
                apply_gain = (lifted > 255) ? 8'd255 : lifted[7:0];
            end
        end
    endfunction
    wire [7:0] gained_r = first_frame_done ? apply_gain(in_r, prev_min, prev_max, adaptive_offset) : in_r;
    wire [7:0] gained_g = first_frame_done ? apply_gain(in_g, prev_min, prev_max, adaptive_offset) : in_g;
    wire [7:0] gained_b = first_frame_done ? apply_gain(in_b, prev_min, prev_max, adaptive_offset) : in_b;
    wire [7:0] y_val = ((in_r >> 2) + (in_g >> 1) + (in_b >> 3));  
    always @(posedge aclk) begin
        if (!aresetn) begin
            curr_min <= 8'd255;
            curr_max <= 8'd0;
            prev_min <= 8'd0;
            prev_max <= 8'd255;
            luminance_sum <= 0;
            pixel_count   <= 0;
            adaptive_offset <= BASE_OFFSET;
            target_offset   <= BASE_OFFSET;
            first_frame_done <= 0;
        end else if (axis_handshake) begin
            if (y_val < curr_min) curr_min <= y_val;
            if (y_val > curr_max) curr_max <= y_val;
            luminance_sum <= luminance_sum + y_val;
            pixel_count   <= pixel_count + 1;
            if (s_axis_tuser) begin
                avg_luma <= (pixel_count != 0) ? ((luminance_sum << 2) >> 21) : 8'd0;
                if (avg_luma < 40)
                    target_offset <= MAX_OFFSET;
                else if (avg_luma < 80) begin
                    factor = (((80 - avg_luma) * 205) >> 13);
                    scaled = (factor << 5) + (factor << 3);
                    scaled_boost = scaled + (scaled >> 1);
                    target_offset <= BASE_OFFSET +
                                     ((scaled_boost[7:0] < 20) ? 20 : scaled_boost[7:0]);
                end
                else
                    target_offset <= BASE_OFFSET;
                if (adaptive_offset < target_offset)
                    adaptive_offset <= adaptive_offset + 1;
                else if (adaptive_offset > target_offset)
                    adaptive_offset <= adaptive_offset - 1;
                prev_min <= (prev_min*3 + curr_min) >> 2;
                prev_max <= (prev_max*3 + curr_max) >> 2;
                curr_min <= 8'd255;
                curr_max <= 8'd0;
                luminance_sum <= 0;
                pixel_count   <= 0;
                first_frame_done <= 1;
            end
        end
    end
    always @(posedge aclk) begin
        if (!aresetn) begin
            m_axis_tvalid <= 0;
            m_axis_tdata  <= 0;
            m_axis_tuser  <= 0;
            m_axis_tlast  <= 0;
        end else begin
            if (axis_handshake) begin
                m_axis_tvalid <= 1;
                m_axis_tuser  <= s_axis_tuser;
                m_axis_tlast  <= s_axis_tlast;
                m_axis_tdata  <= sw ? {gained_r, gained_g, gained_b} : s_axis_tdata;
            end else if (m_axis_tready) begin
                m_axis_tvalid <= 0;
            end
        end
    end
endmodule
[run.sh]
#!/bin/bash
# OpenROAD 26Q1-2900-gdf79404cd8, Yosys 0.63+post, stock flow scripts
make -C /OpenROAD-flow-scripts/flow DESIGN_CONFIG=/design/flow/config.mk WORK_HOME=/design/flow/orfs finish
==> impl_metrics.sql <==
-- implementation run metrics
INSERT INTO impl_metrics (metric_group, metric, value, unit) VALUES
('run_status', 'status', 'complete, no violations', ''),
('layout', 'final_layout_size_suffix_gt1_share', '4.64', '%'),
('flow_run', 'warnings', '49', ''),
('yosys', 'yosysWarnings', '1', ''),
('yosys', 'synth-area-yosys', '0.0282', 'mm²'),
('grt', 'number_of_antenna_violations_at_the_first_check_in_global_routing', '4', ''),
('clocking', 'cts_made_buffers', '17', ''),
('routing', 'vias', '23700', ''),
('clocking', 'ctsResizeCount', '0', ''),
('clocking', 'tritoncts_clock_tree', 'done', ''),
('yosys', 'yosysUniqueCellTypes', '96', ''),
('placement', 'placed_cells', '4161', ''),
('placement', 'dp.final_hpwl', '65600', 'µm'),
('yosys', 'asyncSetResetFlopFracSynth', '0', '%'),
('worst_setup_path', 'max_stage_delay', '570', 'ps'),
('floorplanning', 'die_extent_in_x', '239', 'µm'),
('placement', 'gpl.final_weighted_congestion', '0.996', ''),
('floorplanning', 'dieHeight', '239', 'µm'),
('grt', 'global_route.usage.met3', '11.0', '%'),
('yosys', 'syn_inst_count', '3449', ''),
('sta', 'finalClockSkew', '19.2', 'ps'),
('worst_setup_path', 'cp_slowest_cell', 'sky130_fd_sc_hd__nor2_1', ''),
('routing', 'insertedDiodeCount', '0', ''),
('grt', 'number_of_global_route_vias_before_repair', '23600', ''),
('placement', 'io_buffers', '58', ''),
('flow_run', 'max_cap_violation_count', '0', ''),
('clocking', 'cts-htree-levels', '4', ''),
('layout', 'finish.utilization', '54.4', '%'),
('sta', 'final_count_of_negative_setup_slack_endpoints', '0', ''),
('layout', 'final-instance-count-excl-fill', '4193', ''),
('clocking', 'cts_root_buffer', 'sky130_fd_sc_hd__clkbuf_16', ''),
('sta', 'max_slew.worst_pin.slew', '878', 'ps'),
('yosys', 'synth-edff-count', '8', ''),
('worst_setup_path', 'crit_fanout', '8', ''),
('routing', 'post_drt_wl_per_cell', '20.2', 'µm'),
('sta', 'slew_viol_final', '0', ''),
('yosys', 'yosys_cells', '3449', ''),
('min_path', 'hp-class', 'register to register', ''),
('yosys', 'synth_seq_share', '10.4', '%'),
('grt', 'global_route.usage.total', '32.6', '%'),
('yosys', 'mappedNetlistArea', '0.0282', 'mm²'),
('clocking', 'clkSlewWorstSetupHoldPaths', '80', 'ps'),
('clocking', 'clock.latency.late_pin', '450', 'ps'),
('sta', 'setup-tns-final', '0', 'ps'),
('sta', 'slew_headroom', '41.3', '%'),
('sta', 'rsz_0062_raised_after_global_routing', 'false', ''),
('worst_setup_path', 'crit_type', 'primary input to register', ''),
('yosys', 'syn-mean-instance-area', '8.16', 'µm²'),
('routing', 'drt_wl_total', '84800', 'µm'),
('clocking', 'clock_tree.buffer_depth', '2', ''),
('sta', 'clock.fmax', '72.7', 'MHz'),
('grt', 'grt.busiest_layer', 'met1', ''),
('routing', 'first_iter_violations', '1494', ''),
('floorplanning', 'fp.coreArea', '0.0554', 'mm²'),
('layout', 'nFillCells', '5022', ''),
('grt', 'grt_first_pass_wirelength', '136000', 'µm'),
('grt', 'grt_util_met1', '50.7', '%'),
('routing', 'detail_route.drc_violations', '0', ''),
('grt', 'grt-ovfl-total', '0', ''),
('worst_setup_path', 'critical_path.startpoint_type', 'primary input', ''),
('routing', 'route.antenna.remaining_nets', '0', ''),
('yosys', 'synth.ff_latch_count', '142', ''),
('sta', 'final_hold_viol_count', '0', ''),
('layout', 'syn_to_final_growth', '7.02', '%'),
('yosys', 'synth-main-ff-cell', 'sky130_fd_sc_hd__dfxtp_1', ''),
('clocking', 'hold_buffer_count_at_cts', '0', ''),
('worst_setup_path', 'crit_arrival', '14070', 'ps'),
('floorplanning', 'pin_count', '59', ''),
('floorplanning', 'die-area', '0.0573', 'mm²'),
('worst_setup_path', 'cp-end-kind', 'register', ''),
('layout', 'seq_area', '0.00292', 'mm²'),
('grt', 'pin_count_of_the_biggest_net_entering_global_routing', '61', ''),
('layout', 'comb_area', '0.0227', 'mm²'),
('clocking', 'tritoncts_num_sinks', '142', ''),
('sta', 'timing.final.crit_period', '13750', 'ps'),
('floorplanning', 'floorplan.initialDensity', '50.8', '%'),
('routing', 'first_pass_iters', '5', ''),
('grt', 'groute.layer.met2.usage', '45.2', '%'),
('worst_setup_path', 'crit_required', '21320', 'ps'),
('sta', 'finalClockPeriodUsage', '65.5', '%'),
('floorplanning', 'row_count', '86', ''),
('routing', 'vias_per_cell', '5.66', ''),
('clocking', 'cts_setup_buffers', '0', '');
## logic make-up (layout without fill, tap and decap cells)
family / count (synthesis) / in the layout / synth area share [%]
simple gates: 1048 / 1048 / 17.8
compound gates: 671 / 671 / 15.6
flops: 142 / 142 / 10.4
xor+xnor: 219 / 219 / 6.99
buf+inv: 677 / 673 / 9.30
mux: 12 / 12 / 0.555
fa+ha+maj: 680 / 680 / 39.4
## layer usage
metal  share of wire, %  vias to the layer above
met2                 41                      936
met1                 45                    11300
met4                3.2                        4
met3                9.9                      144
met5              0.035                        -
li1                   -                    11400
## sequential cells by signal, indices dropped and copies added (netlist names)
name / flops
curr_max: 8
adaptive_offset: 8
pixel_count: 32
curr_min: 8
m_axis_tlast: 1
first_frame_done: 1
m_axis_tuser: 1
target_offset: 7
m_axis_tdata: 24
prev_max: 8
prev_min: 8
luminance_sum: 27
m_axis_tvalid: 1
avg_luma: 8
## cell usage after synthesis, drive strengths merged, types with 8 or more instances
| cell type | count | share of area, % |
|---|---|---|
| inv | 527 | 7.0 |
| nor2 | 351 | 4.7 |
| fa | 346 | 25 |
| ha | 334 | 15 |
| nand2 | 255 | 3.4 |
| a21oi | 176 | 3.2 |
| o21ai | 161 | 2.9 |
| xnor2 | 140 | 4.4 |
| dfxtp | 134 | 9.5 |
| clkbuf | 100 | 1.3 |
| nand2b | 80 | 1.8 |
| xor2 | 76 | 2.4 |
| nor2b | 65 | 1.4 |
| a21o | 59 | 1.6 |
| nand3 | 58 | 1.0 |
| nor3 | 57 | 1.1 |
| buf | 50 | 0.94 |
| and2 | 41 | 0.92 |
| a211oi | 39 | 1.1 |
| o211ai | 38 | 1.0 |
| a31oi | 26 | 0.60 |
| and3 | 26 | 0.58 |
| nand4 | 26 | 0.58 |
| or2 | 26 | 0.58 |
| or3 | 25 | 0.56 |
| a22oi | 20 | 0.53 |
| o21a | 17 | 0.45 |
| nor4 | 15 | 0.39 |
| o21bai | 15 | 0.40 |
| a21boi | 14 | 0.37 |
| o22ai | 12 | 0.27 |
| o2111ai | 10 | 0.31 |
| a311oi | 9 | 0.28 |
| o311ai | 9 | 0.28 |
| o31ai | 9 | 0.31 |
| edfxtp | 8 | 0.85 |
## layout by cell type (no fill, tap or decap), drive strengths merged, types with 17 or more instances in the layout
cell type / n
a22oi: 20
a31oi: 26
a211oi: 39
ha: 334
fa: 346
o21ai: 161
clkbuf: 20
buf: 57
and2: 41
nand2: 255
nand4: 26
xnor2: 140
nor3: 57
or3: 25
clkdlybuf4s50: 57
o21a: 17
o211ai: 38
a21oi: 176
nor2b: 65
dfxtp: 134
inv: 531
a21o: 59
or2: 26
nand2b: 80
and3: 26
xor2: 76
nand3: 58
nor2: 351
## layout make-up
type                       count  share of cell area, %
sequential                   142                   9.70
timing repair buffer         114                   3.30
clock buffer                  20                   1.55
clock inverter                12                  0.494
tap                          748                   3.11
inverter                     527                   6.56
multi-input combinational   2630                   75.3
## through the flow
| stage | setup slack [ps] | hold WS, ps | area [µm²] |
|---|---|---|---|
| 3_5_place_dp | 6910 | 462 | 29500 |
| 2_1_floorplan | 8380 | 401 | 28200 |
| 6_report | 7250 | 472 | 30100 |
| 5_1_grt | 6640 | 485 | 30100 |
| 3_3_place_gp | 7000 | 454 | 29500 |
| 4_1_cts | 7370 | 475 | 30100 |
## path summary, 6_finish.rpt
path	from	to	slack [ps]	cells after the start
worst max-delay path	s_axis_tdata[1]	m_axis_tdata[0]$_SDFFE_PN0P_	7250	38
worst min register to register	m_axis_tlast$_SDFFE_PN0P_	m_axis_tlast$_SDFFE_PN0P_	470	2
worst min-delay path	m_axis_tlast$_SDFFE_PN0P_	m_axis_tlast$_SDFFE_PN0P_	470	2
worst max register to register	prev_min[1]$_SDFFE_PN0P_	m_axis_tdata[12]$_SDFFE_PN0P_	8560	42
## worst max-delay path, delay by kind of cell
family                     cells  cell delay (ps)
AOI/OAI and AO/OA             15             3360
xor gates and xnor gates       2              400
adders and majority gates      9             3990
buffers and inverters          7              810
and+or+nand+nor                5             1280
