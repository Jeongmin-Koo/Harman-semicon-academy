--- design/flow/config.mk ---
export PLATFORM = sky130hd
export DESIGN_NAME = filter
export DESIGN_NICKNAME = filter
export VERILOG_FILES = /design/flow/design.v
export SDC_FILE = /design/flow/constraint.sdc
export NUM_CORES = 4
export LEC_CHECK = 1
export CORE_UTILIZATION = 50
--- design/flow/design.v ---
`timescale 1ns / 1ps
module filter (
    input  logic        clk,           
    input  logic        rst,           
    input  logic [16:0] wAddr,
    input  logic [15:0] wData,
    input  logic [15:0] prev_pixel,
    input  logic        we,
    input  logic        v_sync,
    input  logic [ 3:0] filter_mode,
    output logic [16:0] o_wAddr,
    output logic        o_we,
    output logic [15:0] filteredData,
    output logic convex_en,
    output logic weather_en
);
    logic [4:0] r_curr, r_prev, r_blend;
    logic [5:0] g_curr, g_prev, g_blend;
    logic [4:0] b_curr, b_prev, b_blend;
    logic [15:0] gray;
    logic [ 4:0] gray_r;
    logic [ 5:0] gray_g;
    logic [ 4:0] gray_b;
    logic [ 2:0] alpha;
    logic        do_blend;
    logic [15:0] rgb_curr;
    logic [15:0] edge_out;
    assign rgb_curr = {r_curr, g_curr, b_curr};
    rgb2gray U_GRAY (
        .color_rgb(rgb_curr),
        .gray_rbg (gray)
    );
    GraytoSobel U_Sobel (
        .clk(clk),
        .reset(rst),
        .pixel_in(gray),
        .addr(wAddr),
        .edge_out(edge_out)
    );
    assign r_curr = wData[15:11];
    assign g_curr = wData[10:5];
    assign b_curr = wData[4:0];
    assign r_prev = prev_pixel[15:11];
    assign g_prev = prev_pixel[10:5];
    assign b_prev = prev_pixel[4:0];
    logic [7:0] diff;
    logic       is_moving;
    assign diff = 
        ((r_curr > r_prev) ? r_curr - r_prev : r_prev - r_curr) +
        ((g_curr > g_prev) ? g_curr - g_prev : g_prev - g_curr) +
        ((b_curr > b_prev) ? b_curr - b_prev : b_prev - b_curr);
    assign is_moving = (diff > 8'd12);   
    logic v_sync_flag;
    logic v_sync_d1, v_sync_d2;
    assign v_sync_flag = v_sync_d1 & ~v_sync_d2;   
    always_ff @(posedge clk or posedge rst) begin
        if (rst) begin
            v_sync_d1 <= 0;
            v_sync_d2 <= 0;
        end else begin
            v_sync_d1 <= v_sync;
            v_sync_d2 <= v_sync_d1;
        end
    end
    logic [2:0] blend_counter;
    always_ff @(posedge clk or posedge rst) begin
        if (rst) blend_counter <= 0;
        else if (v_sync_flag) blend_counter <= blend_counter + 1;
    end
    assign do_blend = (blend_counter >= 4);
    always_comb begin
        if (do_blend && is_moving) begin   
            r_blend = (r_curr * 3 + r_prev * 5) >> 3;
            g_blend = (g_curr * 3 + g_prev * 5) >> 3;
            b_blend = (b_curr * 3 + b_prev * 5) >> 3;
        end else begin
            r_blend = r_curr;
            g_blend = g_curr;
            b_blend = b_curr;
        end
    end
    assign o_wAddr = wAddr;
    always_comb begin : filter_logic
        case (filter_mode)
            4'b0001: begin
                filteredData = {r_blend, g_blend, b_blend};
                o_we    = we&do_blend;
                convex_en = 0;
                weather_en = 0;
            end
            4'b0010: begin
                filteredData = {r_curr, g_curr, b_curr};  
                o_we = we;
                convex_en = 1;
                weather_en = 0;
            end
            4'b0100: begin
                filteredData = edge_out;  
                o_we    = we;
                convex_en = 0;
                weather_en = 0;
            end
            4'b1000: begin
                filteredData = {r_curr, g_curr, b_curr};  
                o_we    = we;
                convex_en = 0;
                weather_en = 1;
            end
            default: begin
                filteredData = {r_curr, g_curr, b_curr};
                o_we    = we;
                convex_en = 0;
                weather_en = 0;
            end
        endcase
    end
endmodule
module GraytoSobel (
    input  logic        clk,
    input  logic        reset,
    input  logic [15:0] pixel_in,
    input  logic [16:0] addr,
    output logic [15:0] edge_out
);
    logic [3:0] line_buffer[2:0][319:0];
    logic [3:0] p[0:8];
    logic [8:0] row, col;
    assign row = addr / 320;
    assign col = addr % 320;
    always_ff @(posedge clk) begin
        if (reset) begin
            for (int i = 0; i < 3; i++) begin
                for (int j = 0; j < 320; j++) begin
                    line_buffer[i][j] <= 0;
                end
            end
        end else begin
            line_buffer[2][col] <= line_buffer[1][col];
            line_buffer[1][col] <= line_buffer[0][col];
            line_buffer[0][col] <= pixel_in[11:8];
        end
    end
    always_ff @(posedge clk) begin
        p[0] <= (row == 0 || col == 0) ? 0 : line_buffer[2][col-1];
        p[1] <= (row == 0) ? 0 : line_buffer[2][col];
        p[2] <= (row == 0 || col == 319) ? 0 : line_buffer[2][col+1];
        p[3] <= (col == 0) ? 0 : line_buffer[1][col-1];
        p[4] <= line_buffer[1][col];
        p[5] <= (col == 319) ? 0 : line_buffer[1][col+1];
        p[6] <= (col == 0 || row == 239) ? 0 : line_buffer[0][col-1];
        p[7] <= (row == 239) ? 0 : line_buffer[0][col];
        p[8] <= (col == 319 || row == 239) ? 0 : line_buffer[0][col+1];
    end
    logic signed [6:0] gx, gy;
    logic [6:0] abs_gx, abs_gy;
    logic [7:0] sum;
    always_comb begin
        gx = (p[2] + 2 * p[5] + p[8]) - (p[0] + 2 * p[3] + p[6]);
        gy = (p[6] + 2 * p[7] + p[8]) - (p[0] + 2 * p[1] + p[2]);
        abs_gx = (gx < 0) ? -gx : gx;
        abs_gy = (gy < 0) ? -gy : gy;
        sum = {abs_gx + abs_gy};
        if (sum > 9) edge_out = 16'hFFFF;
        else edge_out = 16'h0000;
    end
endmodule
module rgb2gray (
    input  logic [15:0] color_rgb,
    output logic [15:0] gray_rbg
);
    localparam RW = 8'd77;   
    localparam GW = 8'd150;   
    localparam BW = 8'd29;   
    logic [ 4:0] r;
    logic [ 5:0] g;
    logic [ 4:0] b;
    logic [15:0] gray16;
    logic [ 7:0] gray;   
    assign r = color_rgb[15:11];
    assign g = color_rgb[10:5];
    assign b = color_rgb[4:0];
    assign gray16 = r * RW + g * GW + b * BW;
    assign gray = gray16[15:8];
    assign gray_rbg = {gray[7:3], gray[7:2], gray[7:3]};
endmodule
--- design/flow/run.sh ---
#!/bin/bash
# OpenROAD 26Q1-2900-gdf79404cd8, Yosys 0.63+post, stock flow scripts
make -C /OpenROAD-flow-scripts/flow DESIGN_CONFIG=/design/flow/config.mk WORK_HOME=/design/flow/orfs finish
--- design/flow/constraint.sdc ---
current_design filter

set clk_period 29.2
set clk_io_pct 0.2

create_clock -name clk0 -period $clk_period [get_ports {clk}]

set non_clock_inputs [all_inputs -no_clocks]
set_input_delay [expr $clk_period * $clk_io_pct] -clock clk0 $non_clock_inputs
set_output_delay [expr $clk_period * $clk_io_pct] -clock clk0 [all_outputs]
==> results.json <==
{
  "clkPwrFrac": 0.281,
  "overflow": 0,
  "cts_hold_buf": 0,
  "die_x_um": 726,
  "place_hpwl_um": 809000,
  "port_buffers": 92,
  "clock_path_buffers": 4,
  "comb_power_share": 0.392,
  "synthMuxAreaShare": 0.324,
  "finalClockPeriodUsage": 0.660,
  "holdWs_ns": 0.370,
  "critical_path_required_ns": 23.36,
  "gp_congestion": 1.08,
  "cts.sinks": 4133,
  "drt_wl_total_um": 1180000,
  "ys.flops": 4133,
  "ys_warn_count": 3,
  "powerDensity_nw_per_um2": 74.7,
  "cts-root-buf": "clkbuf_16",
  "p_sw_uw": 8170,
  "syn-instance-count": 19100,
  "drt_iter0_drc": 17200,
  "setup_viol": 0,
  "worstPathMaxFanout": 17,
  "synthAoiAreaFrac": 0.0580,
  "numCtsBuffers": 461,
  "yosys.area.top_type_share": 0.469,
  "rows": 265,
  "maxCapViolations": 0,
  "grtUsageTotal": 0.501,
  "ys_seq_frac": 0.472,
  "cts_tree": "done",
  "fp_util": 0.503,
  "crit_path_start_kind": "input port",
  "simple_gate_share": 0.0874,
  "cts-resized-gates": 0,
  "holdCritPathClass": "flip-flop to flip-flop",
  "p_seq_frac": 0.327,
  "maxSlewViolCount": 0,
  "edf_count": 4096,
  "status": "completed",
  "antenna_found_initial": 185,
  "max_freq_mhz": 51.9,
  "post_cts_buffers": 0,
  "drive_gt1_frac": 0.312,
  "clk_latency_ns": 1.14,
  "worstMarginPinSlew_ns": 1.31,
  "grt_pass1_vias": 200000,
  "async_flop_share": 0.00121,
  "syn_to_final_growth_pct": 10.8,
  "wl_per_cell_um": 44.9,
  "rsz0062_at_grt": "no",
  "topCellsByArea": "edfxtp_1 (47%), mux4_2 (31%), nor2_1 (5.8%)",
  "skew_ns": 0.0985,
  "adder_share": 0.0163,
  "worst-setup-path-type": "input port to primary output",
  "warning_count": 76,
  "yosys-stat-cells": 19100,
  "flop_cell": "edfxtp_1",
  "die_h_um": 726,
  "yosys.area.top_type": "edfxtp_1",
  "hold_viol": 0,
  "cp-end-kind": "primary output",
  "ys_types": 104,
  "period_minus_slack_ns": 19.27,
  "synthXorXnorAreaFrac": 0.00347,
  "vias_per_cell": 7.31,
  "drc": 0,
  "cellInternalPower_uw": 13500,
  "yosys-dominant-comb-family": "multiplexers",
  "core_area_um2": 522000,
  "tns_ns": 0,
  "clk_pin_slew_ns": 0.06,
  "grt_pass1_wl_um": 1610000,
  "max_slew_margin": 0.128,
  "vias": 192000,
  "chipArea_um2": 527000,
  "ant_nets": 0,
  "firstDrtPassIters": 8,
  "syn_area_per_cell_um2": 13.7,
  "crit_arrival_ns": 13.43,
  "grt_max_degree": 147,
  "leakagePower_uw": 0.0955,
  "sw_frac_of_total": 0.376,
  "yosysChipArea_um2": 262000,
  "ir_drop_uv": 528,
  "syn_area_um2": 262000,
  "io_pins": 93,
  "h-tree-depth": 5
}
[synth_stat cells (33+ instances only)]
| cell | instances |
|---|---|
| edfxtp_1 | 4096 |
| nor2_1 | 4087 |
| mux4_2 | 3655 |
| clkbuf_1 | 1597 |
| nand2_1 | 1186 |
| o21ai_0 | 799 |
| buf_2 | 369 |
| buf_1 | 318 |
| a22oi_1 | 271 |
| a21oi_1 | 250 |
| inv_1 | 225 |
| ha_1 | 220 |
| o22ai_1 | 189 |
| mux2i_1 | 187 |
| a21o_1 | 143 |
| a211oi_1 | 130 |
| nand3_1 | 129 |
| a31oi_1 | 116 |
| and3_1 | 100 |
| a221oi_1 | 79 |
| fa_1 | 76 |
| mux2_2 | 76 |
| nor3_1 | 76 |
| nor2b_1 | 68 |
| xnor2_1 | 65 |
| a41oi_1 | 51 |
| o2bb2ai_1 | 39 |
| xor2_1 | 37 |
| a22o_1 | 34 |
| and2_1 | 33 |
[state kept, by name, summed over array words and instances (netlist names)]
name,flops
v_sync_d2,1
blend_counter,3
v_sync_d1,1
U_Sobel.line_buffer,4096
U_Sobel.p,32
[final timing paths]
check | start | slack, ns | cells past startpoint | to
max | wData[11] | 9.93 | 27 | filteredData[13]
min | v_sync_d1$_DFF_PP0_ | 0.37 | 0 | v_sync_d2$_DFF_PP0_
max reg2reg | U_Sobel.line_buffer[18][3]$_DFFE_PP_ | 23.42 | 14 | U_Sobel.line_buffer[916][3]$_DFFE_PP_
min reg2reg | v_sync_d1$_DFF_PP0_ | 0.37 | 0 | v_sync_d2$_DFF_PP0_
max in group asynchronous | rst | 22.25 | 4 | v_sync_d2$_DFF_PP0_
min in group asynchronous | rst | 6.47 | 4 | blend_counter[0]$_DFFE_PP0P_
[power by group through the flow]
| stage | registers (uW) | logic [uW] | clock network [uW] |
|---|---|---|---|
| global route | 7140 | 8940 | 6320 |
| CTS | 7100 | 8270 | 6110 |
| finish | 7110 | 8510 | 6100 |
[cells by family after synthesis]
logic type,Yosys count
adder cells (fa/ha/maj),297
multiplexers,3920
AND-OR/OR-AND,2310
flip-flops,4133
buffers and inverters,2545
XOR/XNOR,103
AND/OR/NAND/NOR,5794
[cells in the final DEF, fill, tap and decap left out, types with 64 or more instances in the layout]
cell and instances:
and3_1 80, a22oi_1 240, nand2_1 1121, nor2_1 4072
o21ai_0 795, clkbuf_1 86, a21o_1 143, clkinv_1 93
a31oi_1 111, clkdlybuf4s50_1 85, inv_1 224, a211oi_1 118
edfxtp_1 4096, diode_2 497, clkinv_2 72, mux4_2 3655
nand3_1 124, clkbuf_16 464, a221oi_1 65, mux2_2 76
a21oi_1 234, mux2i_1 187, nor3_1 72, fa_1 76
ha_1 216, buf_4 1086, nand2_4 64, o22ai_1 189
[worst max-delay path, cell delays in order]
cell,delay [ns]
clkdlybuf4s50_1,0.62
inv_1,0.22
ha_1,0.21
inv_1,0.06
fa_1,0.39
a21o_1,0.19
a21oi_1,0.19
nor2b_1,0.10
o21a_1,0.31
nor2_1,0.16
a21oi_1,0.06
a221o_1,0.30
a221o_1,0.33
a221o_1,0.32
a222oi_1,0.63
fa_1,0.56
xor2_1,0.29
xor2_1,0.19
nor3_1,0.08
a31oi_1,0.14
nor3b_1,0.09
o221ai_1,0.37
nand2_1,0.12
or4_1,0.78
o21ai_0,0.32
a21oi_1,0.12
clkdlybuf4s50_1,0.43
[routing by layer]
metal,global-route usage,routed length [um],up-vias
li1,-,-,74700
met1,0.547,325000,95600
met2,0.621,494000,17800
met3,0.438,250000,3949
met4,0.336,101000,265
met5,0.195,10700,-
[final cells by class]
class / instances / area, um^2
inverters: 233 / 895
repair buffers: 1217 / 9900
multi-input cells: 12400 / 131000
diodes: 497 / 1240
clock buffers: 555 / 12000
clock inverters: 298 / 3540
fillers: 41000 / 231000
flip-flops and latches: 4133 / 124000
well taps: 6942 / 8690
[per-stage QoR]
step                      area [um^2]  power [uW]  worst slack, ns  std cells  utilization
after floorplan                262000       12600            12.13      19100            -
after global placement         274000       15400             9.55      24900        0.525
after detailed placement       274000       15400             9.91      24900        0.525
after CTS                      289000       21500             9.87      25800        0.555
after global routing           290000       22400             9.40      26100        0.556
final                          291000       21700             9.93      26300        0.557
Power and IR drop assume default switching activity.
